==> flow/design.v <==
`timescale 1ns / 1ps
module ALU (opCode, A, B, Output);
	input [2:0] opCode;
	input [7:0] A,B;
	output reg [7:0] Output;
	always @(opCode, A, B) begin
		case (opCode)
			3'b010: Output = A + B;
			3'b100: Output = A - B;
			3'b000: Output = A + B;
			3'b001: Output = A + B;
			default: Output = A + B;
		endcase
	end
endmodule
`timescale 1ns / 1ps
module CPU(clk, reset, PCin, PCout, instruction, RegWrite, ALUSrc, MemtoReg, 
MemRead, MemWrite, ALUOp, ReadData1, ReadData2, s_extend, e_extend, res, Output,
ReadData, WriteData, Jump);
	input clk;
	input reset;
	output wire [7:0] PCin, PCout;
	ProgramCounter pc(
		.clk(clk),
		.reset(reset),
		.PCin(PCin),
		.PCout(PCout)	
	);
	output wire [7:0] instruction;
	InstructionMemory im(
		.clk(clk),
		.address(PCin),
		.instruction(instruction)	
	);
	output wire RegWrite, ALUSrc, MemtoReg, MemRead, MemWrite;
	output wire Jump;
	output wire [1:0] ALUOp;
	ControlUnit cu(
		.opCode(instruction[7:5]),
		.RegWrite(RegWrite),
		.ALUSrc(ALUSrc),
		.MemtoReg(MemtoReg),
		.MemRead(MemRead),
		.MemWrite(MemWrite),
		.Jump(Jump),
		.ALUOp(ALUOp)	
	);
	output wire [7:0] ReadData1, ReadData2;
	output wire [7:0] WriteData;
	RegisterFile rf(
		.clk(clk),
		.ReadRegister1(instruction[3:3]),
		.ReadRegister2(instruction[4:4]),
		.RegWrite(RegWrite),	
		.WriteData(WriteData),
		.ReadData1(ReadData1),
		.ReadData2(ReadData2)	
	);
	output wire [7:0] s_extend;
	SignExtend se(
		.inst(instruction[2:0]),
		.s_extend(s_extend)
	);
	output wire [7:0] res;
	Mux1 m1(
		.ALUSrc(ALUSrc),
		.ReadData2(ReadData2),
		.s_extend(s_extend),
		.res(res)	
	);
	output wire [7:0] Output;
	ALU alu(
		.A(ReadData1),
		.B(res),
		.opCode(instruction[7:5]),
		.Output(Output)
	);
	output wire [7:0] ReadData;
	DataMemory  dm(
		.clk(clk),
		.address(Output),
		.MemWrite(MemWrite),
		.MemRead(MemRead),
		.WriteData(ReadData2),
		.ReadData(ReadData)
	);
	Mux2 m2(
	.ReadData(ReadData),
	.Output(Output),
	.MemtoReg(MemtoReg),
	.WriteData(WriteData)
	);	
	output wire [7:0] e_extend;
	Increment inc(
	.PCout(PCout),
	.address(instruction[4:0]),
	.Jump(Jump),
	.PCin(PCin),
	.e_extend(e_extend)
	);
endmodule
`timescale 1ns / 1ps
module ControlUnit(
	input [7:5] opCode,
	output reg RegWrite, ALUSrc,
	output reg MemtoReg, MemRead, MemWrite, Jump,
	output reg [1:0] ALUOp);
	always @(*) begin
		case(opCode)
			3'b010: begin  
				ALUSrc = 0;
				MemtoReg = 0;
				RegWrite = 1;
				MemRead = 0;
				MemWrite = 0;
				Jump = 0;
				ALUOp = 2'b10;;
			end
			3'b100: begin  
				ALUSrc = 0;
				MemtoReg = 0;
				RegWrite = 1;
				MemRead = 0;
				MemWrite = 0;
				Jump = 0;
				ALUOp = 2'b10;
			end
			3'b000: begin  
				ALUSrc = 1;
				MemtoReg = 1;
				RegWrite = 1;
				MemRead = 1;
				MemWrite = 0;
				Jump = 0;
				ALUOp = 2'b00;
			end
			3'b001: begin  
				ALUSrc = 1;
				MemtoReg = 0;
				RegWrite = 0;
				MemRead = 0;
				MemWrite = 1;
				Jump = 0;
				ALUOp = 2'b00;
			end
			3'b011: begin  
                ALUSrc = 1;
				MemtoReg = 0;
				RegWrite = 1;
				MemRead = 0;
				MemWrite = 0;
				Jump = 0;
				ALUOp = 2'b11;
                end  
             3'b101: begin  
				ALUSrc = 0;
				MemtoReg = 0;
				RegWrite = 0;
				MemRead = 0;
				MemWrite = 0;
				Jump = 1;
				ALUOp = 2'b00;;
			end  
		endcase
	end
endmodule
`timescale 1ns / 1ps
module DataMemory (clk, address, MemWrite, MemRead, WriteData, ReadData);
	input clk;
	input [7:0] address;
	input MemWrite, MemRead;
	input [7:0] WriteData; 
	output reg [7:0] ReadData;
	reg [7:0] memory[0:127];
	initial begin
		memory [0] = 5;
		memory [1] = 6;
		memory [2] = 7;
		memory [8] = 20;
		memory [12] = 10;
	end
	always @ (posedge clk) begin
		if (MemWrite == 1)
			memory[address] = WriteData;
	end
	always @(negedge clk) begin
		if (MemRead == 1)
			ReadData <= memory[address];
	end	
endmodule
`timescale 1ns / 1ps
module Increment(PCout, PCin, address, e_extend, Jump);
	input [7:0] PCout;	
	output reg [7:0] PCin;
	input Jump;
	output reg [7:0] e_extend;
	input  [4:0] address;
	always @(address) begin
		e_extend[7:0] = address[4:0];
	end
	always @(*) begin
	   PCin = PCout;
	end
endmodule
`timescale 1ns / 1ps
module InstructionMemory(clk, address, instruction);
	input clk;
	input [7:0] address;
	output reg [7:0] instruction;
	reg [7:0] memory [0:255];
	initial begin
		memory [0] = 8'b10001000;  
		memory [1] = 8'b01001000;  
		memory [2] = 8'b01101100;  
		memory [3] = 8'b00001000;  
	    memory [4] = 8'b00101001;  
	end
	always @( posedge clk) begin
		instruction = memory[address];
	end
endmodule
`timescale 1ns / 1ps
module Mux1 (ALUSrc, ReadData2, s_extend, res);
	input ALUSrc;
	input [7:0] ReadData2,s_extend;	
	output reg [7:0] res;
	always @(ALUSrc, ReadData2, s_extend) begin
		case (ALUSrc)
			0: res = ReadData2;
			1: res = s_extend;
		endcase
	end
endmodule
`timescale 1ns / 1ps
module Mux2 (ReadData, Output, MemtoReg, WriteData);
	input [7:0] ReadData, Output;
	input MemtoReg;	
	output reg [7:0] WriteData;
	always @(ReadData, Output, MemtoReg) begin
		case (MemtoReg)
			0: WriteData = Output; 
			1: WriteData = ReadData;
		endcase
	end
endmodule
`timescale 1ns / 1ps
module ProgramCounter(clk, reset, PCin, PCout);
	input clk, reset;
	input [7:0] PCin;
	output reg [7:0] PCout;
	always @(posedge clk) begin
		if (reset == 1) 
			PCout = 0;
		else 
			PCout = PCin + 1; 
	end
endmodule
`timescale 1ns / 1ps
module RegisterFile(clk, RegWrite, ReadRegister1, ReadRegister2, WriteData, ReadData1, ReadData2);
	input clk;
	input RegWrite;
	input [1:1] ReadRegister1, ReadRegister2;
	input [7:0] WriteData;
	output [7:0] ReadData1, ReadData2;
	reg [7:0] memory [0:1];
	initial begin
		memory[0] = 8'b00000010;
		memory[1] = 8'b00001000;
	end
	always @(posedge clk) begin
		if (RegWrite == 1)
			memory[ReadRegister1] = WriteData;
	end	
	assign ReadData1 = memory[ReadRegister1];
	assign ReadData2 = memory[ReadRegister2];
endmodule
`timescale 1ns / 1ps
module SignExtend (inst, s_extend);
	input [2:0] inst;
	output reg [7:0] s_extend;
	always @(inst) begin
		s_extend[7:0] = inst[2:0];
	end
endmodule
==> flow/run.sh <==
#!/bin/bash
# OpenROAD 26Q1-2900-gdf79404cd8, Yosys 0.63+post, stock flow scripts
make -C /OpenROAD-flow-scripts/flow DESIGN_CONFIG=/design/flow/config.mk WORK_HOME=/design/flow/orfs finish
==> flow/config.mk <==
export PLATFORM = sky130hd
export DESIGN_NAME = CPU
export DESIGN_NICKNAME = CPU
export VERILOG_FILES = /design/flow/design.v
export SDC_FILE = /design/flow/constraint.sdc
export NUM_CORES = 4
export LEC_CHECK = 1
export CORE_AREA = 10 10 111 111
export DIE_AREA = 0 0 121 121
==> flow/constraint.sdc <==
current_design CPU

set clk_period 5.9
set clk_io_pct 0.2

create_clock -name clk0 -period $clk_period [get_ports {clk}]

set non_clock_inputs [all_inputs -no_clocks]
set_input_delay [expr $clk_period * $clk_io_pct] -clock clk0 $non_clock_inputs
set_output_delay [expr $clk_period * $clk_io_pct] -clock clk0 [all_outputs]
==> flow_results.org <==
#+TITLE: Synthesis and PnR summary

** Job
- Number of warnings in the stage logs :: 32
- In this run the maximum-capacitance check reported violations numbering 0.

** STA
- Headroom to the max-slew limit :: 54.9%
- Count of endpoints without a timing constraint :: 29
- Setup TNS :: 0 ns
- Final Setup Violations :: 0
- Slew of the pin with the lowest slew margin :: 0.675 ns
- Across the routed clock network, the largest skew measured is 0.0623 ns.
- After layout, the worst setup slack is 0.231 ns.
- Register pins left without a clock :: 7
- In the final report, the number of hold violations comes to 0.
- Max-slew violation total from the final report :: 0
- Setup repair after global routing missed its margin :: false

** Synth
- The synthesized design contains 20 enable-type register cells.
- In the synthesized netlist the dominant register cell turns out to be sky130_fd_sc_hd__edfxtp_1.
- Asr flop ratio synth :: 0%
- Yosys stat chip area :: 2240 um^2
- Per the synthesis report, the number of distinct cell types is 46.
- Synthesis Warnings :: 10
- Most area-consuming cells after synthesis :: sky130_fd_sc_hd__edfxtp_1, sky130_fd_sc_hd__buf_4, sky130_fd_sc_hd__dfxtp_1
- For reference, the top cells by count after synthesis are sky130_fd_sc_hd__buf_4, sky130_fd_sc_hd__edfxtp_1, sky130_fd_sc_hd__nor2_1.
- Library cell with the highest instance count after synthesis :: sky130_fd_sc_hd__buf_4
- Synthesized instance count :: 232
- Post-Synthesis Mean Instance Area :: 9.64 um^2
- Netlist area before placement :: 2240 um^2
- Counting flops and latches in the post-synthesis netlist gives 40.
- Number of cells in the yosys synthesis report :: 232
- Area share of the largest cell type after synthesis :: 26.8%
- The biggest area contributor in the post-synthesis netlist is sky130_fd_sc_hd__edfxtp_1.

** Clock tree
- Clock latency on the worst-skew pair, taken at its later pin, is 0.34 ns.
- Setup repair bufs after CTS :: 0
- Buffer depth of the longest clock path :: 2
- Counting the buffers created by CTS gives 5.
- Clock-pin slew reported for the worst setup and hold paths after clock tree synthesis :: 0.07 ns
- Number of levels the H-tree was split into :: 2
- Looking at the clock tree report, the root buffer type is sky130_fd_sc_hd__clkbuf_8.
- CTS tree :: done

** Hold path
- Class of the worst hold path :: flop to flop

** Finish
- Register cell area after layout :: 967 um^2
- Area of all placed cells without fillers :: 3000 um^2
- Between the synthesized netlist and the finished layout, the area growth was recorded as 34.1%.
- Fraction of final layout cells with drive strength greater than 1 :: 7.26%
- Final core utilization :: 30.4%
- In the final layout, the fill cell count is 993.
- Final std cells w/o fill :: 436
- Leaving out buffers and inverters, the combinational logic in the layout accounts for 1020 um^2.

** Routing
- Antenna repair during routing inserted a diode count of 0.
- Per the detail_route report, vias per standard cell equal 3.92.
- After detailed routing, the total wire length is 5750 um.
- Drt pass-1 iters :: 4
- Nets still carrying antenna violations after routing amount to 0.
- Number of DRC violations after detailed-routing iteration 0 :: 90
- Per the detail_route report, DRC violations left total 0.
- Via Count :: 1,707
- Avg WL per Cell :: 13.2 um

** Pwr
- The worst VDD IR drop from the latest analysis is 145 uV.
- Total power normalized to cell area comes to 396 nW/um^2.
- Leak Pwr :: 1.24 nW

** Floorplan
- The die is 121 um wide.
- The floorplan step defined a die boundary enclosing 14,600 um^2.
- The floorplan report gives the top-level pin count as 98.
- For reference, the placement row count at floorplan is 36.
- Die height :: 121 um
- For this configuration, the core starts out at a cell density of 22.7%.
- Core box area :: 9860 um^2

** Global route
- Largest net degree at the start of global routing :: 21
- Number of antenna violations at the first check in global routing :: 0
- Global routing used 7.40% of the available tracks.
- Vias in the first global route :: 1,735
- First-pass GRT wire length :: 8910 um
- Summed over all layers, the global routing overflow is 0.

** Critical path
- STA classifies the critical path startpoint as a flop.
- CP endpoint :: dm.ReadData[1]
- Buffers and inverters on the worst path :: 1
- Slack of the worst reg-to-reg path :: 0.23 ns
- The longest incremental delay of any stage on the critical path is reported as 0.41 ns.
- Start-to-end type of the worst setup path :: flop to flop
- Required @ worst endpoint :: 3.02 ns
- Per the timing report, the most critical flop-to-flop path originates at im.instruction[7].
- The report shows a maximum critical-path fanout of 4.
- Capture instance of the worst register-to-register path :: dm.ReadData[1]
- Worst path cell trace :: nor3b_2 > buf_4 > nand2b_1 > a31oi_1 > ha_1 > and2b_1 > o211ai_1 > mux2i_2 > nand4_1 > a2111o_1
- STA shows the worst reg2reg path with a cell count of 10.
- Counting buffers and inverters, the worst setup path is 10 cells deep.
- STA classifies the critical path endpoint as a flop.
- Data arrival time of the critical path :: 2.79 ns
- Per the STA report, the cell with the highest stage delay on the worst path is sky130_fd_sc_hd__a2111o_1.
- Kind of cell with the highest combined delay on the critical path :: AND-OR/OR-AND gates
- Beginning of the critical path :: im.instruction[7]

** Run status
- The flow ran to the end, and the final reports show no timing, DRC or antenna violations.

** Placed design
- Port buffering added 66 buffers.
- Worst setup timing slack at the placement stage :: 0.160 ns
- Per the placement report, the placed cell count is 424.
- The HPWL after detailed placement is 4710 um.
- The placement summary gives the final routability congestion estimate as 0.867.
- DP Area :: 2890 um^2
-- sequential cells by signal, indices dropped and copies added, names as in the netlist, 2 cells and up --
name            count
dm.ReadData         5
dm.memory           7
pc.PCout            8
cu.ALUOp            2
rf.memory           8
im.instruction      5
-- final cells by class --
cell class / instances / area share [%]
timing repair buffer: 72 / 23.5
sequential: 40 / 32.2
clock inverter: 7 / 0.917
clock buffer: 6 / 2.42
multi-input combinational: 166 / 33.9
inverter: 12 / 1.50
tap: 133 / 5.55
-- routing by layer --
metal  track usage (%)  wire, um
met5                 0         0
met4             0.905        38
met3              1.23       352
met2              12.9      2860
met1              9.70      2500
-- placed cells by master, fill, tap and decap left out, types with 9 or more instances in the layout --
cell type,instances
sky130_fd_sc_hd__inv_1,18
sky130_fd_sc_hd__nor3_1,9
sky130_fd_sc_hd__edfxtp_1,20
sky130_fd_sc_hd__clkdlybuf4s50_1,66
sky130_fd_sc_hd__dfxtp_1,12
sky130_fd_sc_hd__ha_1,10
sky130_fd_sc_hd__conb_1,38
sky130_fd_sc_hd__nor2_1,17
sky130_fd_sc_hd__nand2_1,13
-- repair_timing --
action | 4_1_cts | 5_1_grt
hold buffers | 0 | 0
gates resized | 0 | 3
setup endpoints to repair | 0 | 2
-- how the worst min path moves through the flow --
| stage | startpoint | endpoint | slack, ns | depth (start not counted) |
|---|---|---|---|---|
| CTS | pc.PCout[2] | im.instruction[0] | 0.53 | 0 |
| finish | pc.PCout[2] | im.instruction[0] | 0.52 | 0 |
| global route | pc.PCout[2] | im.instruction[0] | 0.56 | 0 |
-- power by group --
part / internal, mW / switching, mW
combinational: 0.373 / 0.315
sequential: 0.298 / 0.0300
clock: 0.0851 / 0.0878
total: 0.756 / 0.432
-- through the flow --
stage / total power, mW / hold WS, ns
final: 1.19 / 0.520
after detailed placement: 1.03 / 0.509
after CTS: 1.21 / 0.528
after global routing: 1.30 / 0.563
after floorplan: 0.662 / 0.350
after global placement: 1.03 / 0.494
-- cells by family after synthesis --
family / Yosys count / share of synthesized area [%]
AND/OR/NAND/NOR: 77 / 18.5
buffers and inverters: 62 / 17.8
flip-flops: 33 / 38.5
AND-OR/OR-AND: 29 / 9.28
adder cells (fa/ha/maj): 11 / 6.49
XOR/XNOR: 9 / 3.52
latches: 7 / 4.70
other: 2 / 0.336
multiplexers: 2 / 0.895
Power figures rest on the tool's default switching activity, not on a simulated workload.
